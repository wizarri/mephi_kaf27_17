$ cat design/flow/constraint.sdc
current_design generator_part

set clk_period 1.0
set clk_io_pct 0.2

create_clock -name clk0 -period $clk_period [get_ports {clk}]

set non_clock_inputs [all_inputs -no_clocks]
set_input_delay [expr $clk_period * $clk_io_pct] -clock clk0 $non_clock_inputs
set_output_delay [expr $clk_period * $clk_io_pct] -clock clk0 [all_outputs]
$ cat design/flow/config.mk
export PLATFORM = sky130hd
export DESIGN_NAME = generator_part
export DESIGN_NICKNAME = generator_part
export VERILOG_FILES = /design/flow/design.v
export SDC_FILE = /design/flow/constraint.sdc
export NUM_CORES = 4
export LEC_CHECK = 1
export CORE_UTILIZATION = 30
$ cat design/flow/design.v
module generator_part 
#(
  parameter SEED     = 32'hFFFFFFFF,
  parameter CONST    = 32'hFFFFFFFF,
  parameter SHIFT_L1 = 4'hB,
  parameter SHIFT_L2 = 4'hB,
  parameter SHIFT_R  = 4'hB
)
(
  input clk, rst,
  output [31:0] out
);
  reg [31:0] reg_s, reg_l, reg_r;
  wire [31:0] wire_s, wire_l, wire_r, shift_l1, bit_and, xor1, shift_r, shift_l2, xor2;
  always @(posedge clk or posedge rst) 
    begin
  	  if (rst) begin
  		  reg_s <= SEED;
		  reg_l <= 32'h00000000;
		  reg_r <= 32'h00000000;
	  end  
  	  else begin
  		  reg_s <= xor2;
		  reg_l <= xor1;
		  reg_r <= bit_and;
  	  end
    end
  assign wire_s   = reg_s;
  assign wire_r   = reg_r;
  assign wire_l   = reg_l; 
  assign shift_l1 = wire_s << SHIFT_L1;
  assign bit_and  = wire_s & CONST;
  assign xor1     = shift_l1 ^ wire_s;
  assign shift_r  = wire_r >> SHIFT_R;
  assign shift_l2 = wire_l << SHIFT_L2;
  assign xor2     = shift_r ^ shift_l2;
  assign out      = xor2;
endmodule  
$ cat design/flow/run.sh
#!/bin/bash
# OpenROAD 26Q1-2900-gdf79404cd8, Yosys 0.63+post, stock flow scripts
make -C /OpenROAD-flow-scripts/flow DESIGN_CONFIG=/design/flow/config.mk WORK_HOME=/design/flow/orfs finish
==> Implementation_results.wiki <==
== Flow metrics ==
{| class="wikitable"
! Metric !! Value
|-
| Combinational cell area excluding buffers and inverters || 213 µm²
|-
| Overall die area || 7800 µm²
|-
| Post-route minimum period || 1.26 ns
|-
| Share of layout cells above drive strength 1 || 0.674
|-
| # diodes || 0
|-
| Cell total in the yosys stat output || 117
|-
| Final count of hold timing violations || 0
|-
| Overall track demand over capacity in global routing || 0.0795
|-
| Core footprint || 7210 µm²
|-
| Vias in the first global route || 973
|-
| Fraction of registers with async set/reset || 1.00
|-
| Worst hold slack across all endpoints || 0.283 ns
|-
| Final worst-path cycle share || 1.26
|-
| Static leakage || 1.59 nW
|-
| H-tree depth || 3
|-
| Yosys top cell by area || sky130_fd_sc_hd__dfrtp_1
|-
| HP Class || in2async
|-
| Post-cts hold buffer count || 0
|-
| Slack of the worst reg-to-reg path || 0.01 ns
|-
| Arrival @ worst endpoint || 1.06 ns
|-
| Post-synth EDFFs || 0
|-
| Highest ir drop seen on vdd || 0.858 mV
|-
| Total negative setup slack || -2.65 ns
|-
| Violated checks || negative setup slack
|-
| Worst-Margin Slew || 0.192 ns
|-
| Insertion delay at the late pin of the worst-skew pair || 0.33 ns
|-
| Top cell type by instance count after synthesis || sky130_fd_sc_hd__dfrtp_1
|-
| Synthesized instance count || 117
|-
| Worst Setup Path Type || reg2out
|-
| Cell types with the largest area share after synthesis || sky130_fd_sc_hd__dfrtp_1 (47%), sky130_fd_sc_hd__dfstp_2 (38%), sky130_fd_sc_hd__xor2_1 (7.8%)
|-
| Count of final max-slew check failures || 0
|-
| Total I/O pin count || 34
|-
| Antenna Nets Post-Route || 0
|-
| P&R area growth vs syn || 29.5%
|-
| Launching element type of the critical path || flip-flop
|-
| Internal power component || 3.92 mW
|-
| FF+latch area || 1890 µm²
|-
| Flop pwr share || 0.601
|-
| Estimated wirelength of the detail-placed design || 1730 µm
|-
| Setup slack after layout || -0.259 ns
|-
| Routed length per placed instance || 10.1 µm
|-
| Placement-stage worst setup slack || -0.293 ns
|-
| Number of sinks driven by the clock tree || 74
|-
| Total cell area at the placement stage || 2640 µm²
|-
| Run status || finished, violations left
|-
| Fp util || 0.310
|-
| Pre-antenna DRT Iters || 2
|-
| Vertical die size || 88.3 µm
|-
| Initial antenna violation count || 0
|-
| Area figure in the yosys stat output || 2240 µm²
|-
| Number of I/O port buffers || 33
|-
| Proportion of power drawn by the clock network || 0.384
|-
| DRC || 0
|-
| Die width || 88.3 µm
|-
| Total detailed-routing wirelength || 2830 µm
|-
| Synth top cells by count || sky130_fd_sc_hd__dfrtp_1 (42), sky130_fd_sc_hd__dfstp_2 (32), sky130_fd_sc_hd__buf_4 (22)
|-
| Clock root buffer || sky130_fd_sc_hd__clkbuf_8
|-
| Distinct lib cells used || 5
|-
| Endpoint type of the worst setup path || output port
|-
| Global-route congestion overflow total || 0
|-
| Tool Warnings || 27
|-
| Combinational Power Share || 0.015
|-
| Switching Power || 1.07 mW
|-
| Number of buffers created by CTS || 9
|-
| Post-CTS clock slew at the launch and capture registers of the worst setup and hold paths || 0.07 ns
|-
| Maximum number of pins on one net before global-route repair || 40
|-
| Via-per-instance ratio || 3.51
|-
| Final-report setup violation count || 32
|-
| Routed vias || 983
|-
| Clock tree from TritonCTS || yes
|-
| Achievable frequency || 794 MHz
|-
| Rows || 31
|-
| Register bit count reported by yosys || 74
|-
| Highest net fanout along the worst path || 2
|-
| CTS Buffer Depth || 2
|-
| Data required time of the critical path || 0.80 ns
|-
| Proportion of synthesized chip area in sequential cells || 0.846
|-
| Relative slew slack || 0.872
|-
| Number of maximum-capacitance constraint violations || 0
|-
| DR iter-0 viols || 13
|-
| Filler cell count in the final layout || 664
|-
| Number of warnings issued by yosys || 1
|-
| Post-Synthesis Cell Area || 2240 µm²
|-
| Yosys top cell area share || 0.470
|-
| Setup Skew || 0.00341 ns
|-
| Syn Area/Cell || 19.1 µm²
|-
| Setup repair after global routing missed its margin || yes
|-
| Wire length of the first global-routing pass || 4570 µm
|-
| Switching part of the total power || 0.214
|-
| Synth Flop Type || sky130_fd_sc_hd__dfrtp_1
|-
| Summed area of non-filler cells in the final layout || 2900 µm²
|-
| Power per standard cell area || 1720 nW/µm²
|-
| Gp weighted congestion || 0.722
|}
==> cell usage in the layout (no fill, tap or decap), drive strengths merged <==
cell type      synthesis  final
xor2                  20     20
clkbuf                 0     10
clkinvlp               0      2
clkinv                 0      5
clkdlybuf4s50          0      1
dfstp                 32     32
dfrtp                 42     42
buf                   22     69
==> power by group through the flow <==
stage     Sequential (mW)  Combinational (mW)  Clock [mW]
4_1_cts              3.00              0.0806        2.02
5_1_grt              3.00              0.0896        2.15
6_report             3.00              0.0754        1.92
==> per-stage QoR <==
step                      cells  utilization  total power, mW
after CTS                   276        0.394             5.09
after detailed placement    239        0.366             3.13
final                       280        0.401             4.99
after global placement      239        0.366             3.13
after global routing        280        0.401             5.24
after floorplan             117            -             3.09
==> repair_timing <==
action,CTS,global route
pin swaps,10,9
resized,100,5
setup endpoints to repair,32,33
setup buffers,21,5
==> registers in the layout (all words and copies together), names as in the netlist <==
name,count
reg_l,10
reg_r,32
reg_s,32
==> logic make-up after synthesis <==
kind of cell	after synthesis	synth area share
buf+inv	23	0.0755
xor+xnor	20	0.0783
flops	74	0.846
==> metal layers <==
metal  vias up  wire (µm)  GRT usage  share of wire
li1        449          -          -              -
met1       494       1320      0.121           0.46
met2        31       1230      0.110           0.43
met3         9        195     0.0322          0.069
met4         0         89     0.0220          0.031
met5         -          0          0              0
==> final timing paths <==
check | startpoint | end | cells past startpoint
setup / recovery | reg_r[3] | out[14] | 2
setup reg to reg | reg_r[3] | reg_s[14] | 4
hold reg to reg | reg_r[13] | reg_s[2] | 0
max in group asynchronous | rst | reg_s[5] | 3
hold / removal | rst | reg_r[28] | 3
min in group clk0 | reg_r[13] | reg_s[2] | 0
==> worst max-delay path: stages (launching register included) <==
cell                      delay, ns
sky130_fd_sc_hd__dfrtp_1       0.40
sky130_fd_sc_hd__xor2_2        0.20
sky130_fd_sc_hd__buf_2         0.13
==> layout make-up <==
| class | count | area share |
|---|---|---|
| well taps | 99 | 0.0428 |
| inverters | 1 | 0.00259 |
| clock buffers | 10 | 0.0441 |
| flip-flops and latches | 74 | 0.653 |
| repair buffers | 70 | 0.169 |
| clock inverters | 6 | 0.0151 |
| multi-input cells | 20 | 0.0735 |
Power is estimated from default activity; no workload was simulated.
