==> flow/design.v <==
module delay_8x256 (
input clk, shift,
input [7:0] sr_in,
output [7:0] sr_tap_one, sr_tap_two, sr_tap_three, sr_out );
reg [7:0] sr [255:0];
integer n;
 	always@(posedge clk)
begin
if (shift == 1'b1)
begin
for (n = 255; n>0; n = n-1)
begin
sr[n] <= sr[n-1];
end
sr[0] <= sr_in; 
end
end
assign sr_tap_one = sr[4];  
assign sr_tap_two = sr[9];  
assign sr_tap_three = sr[14];  
assign sr_out = sr[19];  
    endmodule
==> flow/run.sh <==
#!/bin/bash
# OpenROAD 26Q1-2900-gdf79404cd8, Yosys 0.63+post, stock flow scripts
make -C /OpenROAD-flow-scripts/flow DESIGN_CONFIG=/design/flow/config.mk WORK_HOME=/design/flow/orfs finish
==> flow/config.mk <==
export PLATFORM = sky130hd
export DESIGN_NAME = delay_8x256
export DESIGN_NICKNAME = delay_8x256
export VERILOG_FILES = /design/flow/design.v
export SDC_FILE = /design/flow/constraint.sdc
export NUM_CORES = 4
export LEC_CHECK = 1
export CORE_UTILIZATION = 30
==> flow/constraint.sdc <==
current_design delay_8x256

set clk_period 1.0
set clk_io_pct 0.2

create_clock -name clk0 -period $clk_period [get_ports {clk}]

set non_clock_inputs [all_inputs -no_clocks]
set_input_delay [expr $clk_period * $clk_io_pct] -clock clk0 $non_clock_inputs
set_output_delay [expr $clk_period * $clk_io_pct] -clock clk0 [all_outputs]
==> results_dict.tcl <==
# metrics dict for downstream scripts
set metrics [dict create \
    status "finished, violations left" \
    violations "negative setup slack" \
    ys_area_um2 4805 \
    detailedPlace.worstSlack_ps -37.70 \
    setup_viol 32 \
    power_frac_comb_pct 1.9 \
    area_growth_pct 26.59 \
    drv_cap 0 \
    vias 1760 \
    drtPass1Iterations 3 \
    tightest_slew_ps 196.6 \
    pwr-share-clk_pct 43.2 \
    syn_area_um2 4805 \
    placedCellCount 424 \
    p_leak_nw 2.113 \
    fmax_mhz 855.0 \
    lay_top_cells "160 x edfxtp_1, 32 x buf_2, 17 x clkbuf_16" \
    timing.setup.tns_ps -3412 \
    path_cells "buf_2" \
    final_cells 462 \
    critPathTopFamily "flip-flops" \
    min_path_type "in2reg" \
    clock_skew_ps 6.572 \
    post-route-min-period_ps 1170 \
    p_sw_share_pct 19.27 \
    rsz0062_at_grt "true" \
    synth_flops 160 \
    num-multi-input-gates 0 \
    clkSinkCount 160 \
    dp.final_hpwl_um 2648 \
    final_max_slew_viol_count 0 \
    synth_cells 160 \
    max-vdd-ir-drop_mv 1.083 \
    antenna_found_initial 0 \
    syn_area_per_cell_um2 30.03 \
    p_seq_share_pct 54.8 \
    placed_area_um2 5608 \
    grt_pass1_vias 1751 \
    row_count 45 \
    setup_slack_ps -169.6 \
    timing.final.hold_violations 0 \
    overflow 0 \
    via_per_inst 3.810 \
    clk_latency_ps 410 \
    core_area_um2 15430 \
    cpPeakStageDelay_ps 430 \
    area_leaders "edfxtp_1 100%" \
    die_area_um2 16530 \
    lay_top_count "edfxtp_1" \
    utilization_pct 39.42 \
    slew_headroom_pct 86.89 \
    antenna_cells_inserted 0 \
    synth_warnings 2 \
    reg_top3 "sr: 160 flops" \
    grt_pass1_wl_um 8700 \
    drt_iter0_drc 87 \
    hold-worst-slack_ps 128.9 \
    power.density_nw_per_um2 2375 \
    grt_max_degree 32 \
    synth.top_cell.area_share_pct 100.0 \
    total_power_mw 14.44 \
    ant_nets 0 \
    cp_max_fo 2 \
    wl_per_cell_um 11.61 \
    drive_gt1_share_pct 33.07 \
    ys_seq_share_pct 100.0 \
    remaining_drc_errors 0 \
    yosys.area.top_type "edfxtp_1" \
    timing.final.crit_share_pct 117.0 \
    start_kind "register" \
    crit_path_end_kind "output pin" \
    crit_path_top_delay_cell "edfxtp_1" \
    cts_buffers 17 \
    switchingPower_mw 2.783 \
    regMostFlops "sr" \
    wirelength_um 5362 \
    ys_cells 160 \
    warning_count 27 \
    htreeDepth 4 \
    cts_tree "done" \
    clkTransAtPathRegs_ps 60 \
    nFillCells 1379 \
    crit_arrival_ps 970 \
    port_buffers 41 \
    grt_usage_pct 7.396 \
    gp_congestion 0.6972 \
    yosysUniqueCellTypes 1 \
    clockBufferDepth 2 \
    fp_util_pct 31.14 \
    p_int_mw 11.66 \
    die_y_um 128.6 \
    worstSetupPathType "reg2out" \
    final_cell_area_um2 6082 \
    ios 42 \
    logic_area_um2 0 \
    cp_data_required_time_ps 800 \
    crit_buf_inv 1 \
    cts_root_buf "clkbuf_16" \
    largest_register_ffs 160 \
    die_w_um 128.6 \
]
## cell type report
class                 instances  area (um^2)  share of cell area, %
Tap cell                    211        264.0                  4.341
Sequential cell             160         4805                  79.00
Clock inverter               14        156.4                  2.571
Timing Repair Buffer         60        431.7                  7.097
Clock buffer                 17        425.4                  6.994
## power by group through the flow
stage	combinational, mW	sequential, mW	clock [mW]
final	0.280	7.92	6.24
after global routing	0.312	7.96	6.72
after CTS	0.283	7.93	6.46
## synthesized netlist by cell type, drive strengths merged
cell type  instances
edfxtp           160
## path summary, 6_finish.rpt
kind | end | cells after the start | from | slack, ps
max | sr_tap_one[3] | 1 | sr[4][3] | -170
min | sr[5][3] | 1 | shift | 130
min reg2reg | sr[2][1] | 0 | sr[1][1] | 420
max reg2reg | sr[5][3] | 2 | sr[4][3] | 70
## repair_timing
action                     in CTS  in global routing
hold buffers                    0                  0
resized                        96                  0
setup buffers                   5                  2
setup endpoints to repair      32                 32
pin swaps                       0                  0
## routing by layer
metal,vias up,track usage [%],part of all wire (%)
met2,62,10.17,43
met1,873,11.61,47
met4,0,1.384,1.6
met3,11,3.643,8.0
li1,814,-,-
met5,-,0,0
## kinds of logic (layout without fill, tap and decap cells)
logic type,count (synthesis),in the layout,share of synthesized area (%)
flops,160,160,100.0
buf+inv,0,91,0
Power figures rest on the tool's default switching activity, not on a simulated workload.
